`design/flow/design.v`:
```
module clock(
    input CLK,
    input CLK_1Hz,
    input select_button,
    input up_btn,
    input dwn_btn,
    input sel,
    output reg [15:0] numbers
);
    reg [5:0] seconds = 30;
    reg [5:0] minutes = 35;
    reg [4:0] hours   = 16;
    reg up_btn_d, dwn_btn_d;
    reg [5:0] automatic_minutes;
    reg [4:0] automatic_hours;
    reg is_min = 1;
    reg sel_d = 0 ;                  
    always @(posedge CLK) begin
        if (select_button) begin
            sel_d <= sel;        
            if (sel_d == 1'b0 && sel == 1'b1) begin
                is_min <= ~is_min;
            end
        end
    end
    always @(posedge CLK) begin
        up_btn_d <= up_btn;
        dwn_btn_d <= dwn_btn;
        if (select_button) begin
            if (up_btn_d == 1'b0 && up_btn == 1'b1) begin
                case(is_min) 
                    1'b0 : begin 
                        if (hours == 23) 
                            hours <= 0;
                        else 
                            hours <= hours + 1;
                        end
                     1'b1 : begin 
                        if (minutes == 59) 
                            minutes <= 0;
                        else 
                            minutes <= minutes + 1;
                        end
               endcase
            end
            if (dwn_btn_d == 1'b0 && dwn_btn == 1'b1) begin
                case(is_min) 
                    1'b0 : begin 
                        if (hours == 0) 
                            hours <= 23;
                        else 
                            hours <= hours - 1;
                        end
                     1'b1 : begin 
                        if (minutes == 0) 
                            minutes <= 59;
                        else 
                            minutes <= minutes - 1;
                        end
               endcase
            end
        end else begin
            minutes<=automatic_minutes;
            hours<=automatic_hours;
        end
    end
    always @(posedge CLK_1Hz) begin
        if (!select_button) begin
            if (seconds == 59) begin
                seconds <= 0;
                if (automatic_minutes == 59) begin
                    automatic_minutes <= 0;
                    automatic_hours <= (hours == 23) ? 0 : automatic_hours + 1;
                end else begin
                    automatic_minutes <= automatic_minutes + 1;
                end
            end else begin
                seconds <= seconds + 1;
            end
        end else begin
            automatic_minutes <= minutes;
            automatic_hours   <= hours;
        end
    end
    always @(*) begin
        numbers[3:0]   = minutes % 10;
        numbers[7:4]   = minutes / 10;
        numbers[11:8]  = hours % 10;
        numbers[15:12] = hours / 10;
    end
endmodule
module clock_divider(
    input wire CLK,  
    output reg CLK_1Hz  
    );
    reg [26:0] counter;
    always @(posedge CLK) begin
        if(counter == 49_999_999) begin
            counter <= 0;
            CLK_1Hz <= ~CLK_1Hz;
        end else begin
            counter <= counter + 1;
        end
    end
endmodule
module debounce (
    input wire CLK,                         
    input wire [3:0] BTN,                   
    output reg [3:0] BTN_clean              
);
    reg [3:0] BTN_sync_0 = 4'b0;            
    reg [3:0] BTN_sync_1 = 4'b0;            
    reg [19:0] counter [3:0];  
    reg [3:0] counter_en = 4'b0;            
    integer i;
    always @(posedge CLK) begin
        BTN_sync_0 <= BTN;
        BTN_sync_1 <= BTN_sync_0;
    end
    always @(posedge CLK) begin
        for (i = 0; i < 4; i = i + 1) begin
            if (BTN_sync_1[i] != BTN_clean[i]) begin
                counter_en[i] <= 1'b1;  
            end else begin
                counter_en[i] <= 1'b0;  
            end
            if (counter_en[i]) begin
                counter[i] <= counter[i] + 1'b1;
                if (counter[i] == {20{1'b1}}) begin
                    BTN_clean[i] <= BTN_sync_1[i];  
                    counter_en[i] <= 1'b0;         
                    counter[i] <= {20{1'b0}};  
                end
            end else begin
                counter[i] <= {20{1'b0}};  
            end
        end
    end
endmodule
module mode_selection(
    input [3:0] BTN_clean,
    input [1:0] SW,
    input [15:0] numbers_clock,
    input [15:0] numbers_stop_watch,
    output reg select_button_clock,
    output reg up_btn_clock,
    output reg dwn_btn_clock,
    output reg sel_clock,
    output reg stop_watch,
    output reg reset_watch,
    output reg [15:0] numbers
    );
    always @(*) begin
        case(SW[0])
            1'b0 : numbers <= numbers_clock;
            1'b1 : numbers <= numbers_stop_watch;
        endcase
    end
    always @(*) begin
        case(SW[0])
            1'b0 : begin
                select_button_clock <= SW[1];
                up_btn_clock <= BTN_clean[1];
                dwn_btn_clock <= BTN_clean[0];
                sel_clock <= BTN_clean[2];    
            end
            1'b1 : begin
                select_button_clock <= 1'b0;
                up_btn_clock <= 1'b0;
                dwn_btn_clock <= 1'b0;
                sel_clock <= 1'b0;    
            end
        endcase 
    end
    always @(*) begin
        case(SW[0])
            1'b0 : begin
                stop_watch <= 1'b0;
                reset_watch <= 1'b0;   
            end
            1'b1 : begin
                stop_watch <= BTN_clean[1];
                reset_watch <= BTN_clean[0];      
            end
        endcase 
    end
endmodule
module seven_segment_display(
    input CLK,  
    input [15:0] numbers,  
    output reg [7:0] segments,
    output reg [3:0]anodes
    );
    reg [1:0] current_digit = 0;  
    reg slow_clk = 0;
    reg [16:0] counter = 0;  
    always @(posedge CLK) begin
        counter <= counter + 1;
        if (counter == 49_999) begin
            counter <= 0;
            slow_clk <= ~slow_clk;  
        end
    end
    always @(*) begin
        case (numbers[4 * current_digit +: 4])  
            4'd0: segments = 8'b10000001;
            4'd1: segments = 8'b11001111;
            4'd2: segments = 8'b10010010;
            4'd3: segments = 8'b10000110;
            4'd4: segments = 8'b11001100;
            4'd5: segments = 8'b10100100;
            4'd6: segments = 8'b10100000;
            4'd7: segments = 8'b10001111;
            4'd8: segments = 8'b10000000;
            4'd9: segments = 8'b10000100;
            default: segments = 8'b11111111;  
        endcase
    end
    always @(posedge slow_clk) begin
        current_digit <= current_digit + 1;    
        anodes <= ~(4'b0001 << current_digit);  
    end
endmodule
module stopwatch(
    input CLK,
    input CLK_1Hz,                
    input stop,
    input reset,
    output reg [15:0] numbers     
);
    reg [5:0] seconds = 0;        
    reg [7:0] minutes = 0;        
    reg stop_state = 1;
    reg stop_d = 0 ;                  
    always @(posedge CLK) begin
        stop_d <= stop;        
        if (stop_d == 1'b0 && stop == 1'b1) begin
            stop_state <= ~stop_state;
        end
    end
    always @(posedge CLK_1Hz or posedge reset) begin
        if(reset) begin
            seconds <= 0;
            minutes <= 0;
        end else if(!stop_state) begin     
            if (seconds == 59) begin
                seconds <= 0;        
                if (minutes == 99) begin
                    minutes <= 0;    
                end else begin
                    minutes <= minutes + 1;  
                end
            end else begin
                seconds <= seconds + 1;  
            end
       end
    end
    always @(*) begin
        numbers[3:0]   = seconds % 10;    
        numbers[7:4]   = seconds / 10;    
        numbers[11:8]  = minutes % 10;    
        numbers[15:12] = minutes / 10;    
    end
endmodule
module top_level(
    input CLK,                
    input [2:0] BTN,
    input [1:0] SW,
    output [7:0] SSEG_CA,
    output [3:0] SSEG_AN
);
    wire CLK_1Hz;
    wire [15:0] numbers_stop_watch;
    wire [15:0] numbers_clock;
    wire [15:0] numbers;
    wire [3:0] BTN_clean;
    wire select_button_clock;
    wire up_btn_clock;
    wire dwn_btn_clock;
    wire sel_clock;
    wire stop_watch;
    wire reset_watch;
    debounce u_debounce(
        .CLK(CLK),
        .BTN(BTN),
        .BTN_clean(BTN_clean)   
    );
    mode_selection u_mode_selection(
        .BTN_clean(BTN_clean),
        .SW(SW),
        .numbers_clock(numbers_clock),
       . numbers_stop_watch(numbers_stop_watch),
       .select_button_clock(select_button_clock),
       .up_btn_clock(up_btn_clock),
       .dwn_btn_clock(dwn_btn_clock),
       .sel_clock(sel_clock),
       .stop_watch(stop_watch),
       .reset_watch(reset_watch),
       .numbers(numbers)
    );
    clock_divider u_clock_divider(
        .CLK(CLK),              
        .CLK_1Hz(CLK_1Hz)       
    );
    stopwatch u_stopwatch(
        .CLK(CLK),               
        .CLK_1Hz(CLK_1Hz),       
        .stop(stop_watch),
        .reset(reset_watch),
        .numbers(numbers_stop_watch)        
    );
    clock u_clock(
        .CLK(CLK),               
        .CLK_1Hz(CLK_1Hz),       
        .select_button(select_button_clock),
        .up_btn(up_btn_clock),
        .dwn_btn(dwn_btn_clock),
        .sel(sel_clock),
        .numbers(numbers_clock)        
    );
    seven_segment_display u_seven_segment(
        .CLK(CLK),
        .numbers(numbers),
        .segments(SSEG_CA),
        .anodes(SSEG_AN)
    );
endmodule
```
`design/flow/config.mk`:
```
export PLATFORM = sky130hd
export DESIGN_NAME = top_level
export DESIGN_NICKNAME = top_level
export VERILOG_FILES = /design/flow/design.v
export SDC_FILE = /design/flow/constraint.sdc
export NUM_CORES = 4
export LEC_CHECK = 1
export CORE_UTILIZATION = 50
```
`design/flow/run.sh`:
```
#!/bin/bash
# OpenROAD 26Q1-2900-gdf79404cd8, Yosys 0.63+post, stock flow scripts
make -C /OpenROAD-flow-scripts/flow DESIGN_CONFIG=/design/flow/config.mk WORK_HOME=/design/flow/orfs finish
```
`design/flow/constraint.sdc`:
```
current_design top_level

set clk_period 8.6
set clk_io_pct 0.2

create_clock -name clk0 -period $clk_period [get_ports {CLK}]

set non_clock_inputs [all_inputs -no_clocks]
set_input_delay [expr $clk_period * $clk_io_pct] -clock clk0 $non_clock_inputs
set_output_delay [expr $clk_period * $clk_io_pct] -clock clk0 [all_outputs]
```
==> flow_summary.yaml <==
# flow metrics
critical_path:
  timing.critical_path.slowest_stage_cell: "clkdlybuf4s50_1"
  rr_endpoint: "u_debounce.counter[1][9]"
  reg2reg_setup_slack_ns: 6.16
  signal_arrival_time_at_the_worst_endpoint_ns: 6.55
  crit_path_launch_type: "primary input"
  timing.setup.critical_path_class: "in2out"
  rr_startpoint: "u_debounce.counter[1][0]"
  path_buffers: 6
  max_stage_delay_ns: 0.53
  path_cells: "clkdlybuf4s50_1 > buf_12 > and2_1 > ha_1 > nand2b_1 > o21a_1 > o211ai_1 > buf_4 > a21oi_2 > or3b_4 > o32a_1 > and3_4 > a311oi_1 > a21o_1 > inv_1 > ha_1 > inv_1 > mux2i_1 > a21oi_1 > clkdlybuf4s50_1"
  worstPathMaxFanout: 17
  path_delay_family: "buffers and inverters"
  worstRegToRegCells: 9
  timing.critical_path.to_type: "output pin"
  cp.required_ns: 6.88
clock_tree:
  cts_buffers: 17
  path_clk_slew_ns: 0.05
  clk-insertion-delay-late_ns: 0.41
  htree_num_levels: 4
  root_buffer: "clkbuf_16"
  maximum_count_of_clock_buffers_along_a_single_path: 2
  tritoncts_clock_tree: "yes"
  hold_buffers: 0
floorplanning:
  placeable_core_region_sq_um: 18100
  io_pins: 18
  die-area_sq_um: 19100
  die_width_um: 138
  core.rowCount: 49
  fp-utilization: 0.513
  die_height_um: 138
flow_run:
  tool_warnings: 38
  maxCapViolCount: 0
power:
  power-per-cell-area_nw_per_um2: 145
  vdd.ir_drop.worst_v: 0.000138
  cellLeakagePower_nw: 3.95
  post-layout-total-power_mw: 1.50
sta:
  setup_repair_after_global_routing_missed_its_margin: "false"
  timing.final.crit_share: 0.961
  timing.setup.tns_ns: 0
  unclocked_regs: 37
  fmax_ghz: 0.121
  worst_slack_ns: 0.331
  final.setup_skew_ns: 0.00692
  setup-violations-final: 0
  finalCriticalPeriod_ns: 8.27
  relSlewSlack: 0.466
  timing.final.hold_violations: 0
  worstMarginPinSlew_ns: 0.793
  endpoints_left_unconstrained: 58
  final_max_slew_viol_count: 0
  fin_worst_hold_slack_ns: 0.325
yosys:
  synth.largest_area_cell: "dfxtp_1"
  largest_type_area_fraction: 0.287
  cell_area_after_technology_mapping_sq_um: 9290
  number_of_synthesized_flops_with_an_enable_pin: 25
  post_synth_num_cell_types: 87
  synth_async_sr_flop_share: 0.0814
  ys_area_sq_um: 9290
  yosys.stat.seqShare: 0.405
  cells_yosys: 1055
  post_synth_inst_count: 1055
  ff_type: "dfxtp_1"
  synth-seq-cells: 172
  synth.top_cells.by_area: "dfxtp_1 (29%), edfxtp_1 (8.1%), xor2_1 (6.0%), nor2_1 (5.3%), xnor2_1 (4.7%)"
  post_synthesis_mean_instance_area_sq_um: 8.80
  synth_warnings: 8
routing:
  route.detailed.vias_per_inst: 5.39
  antenna-diode-count: 0
  routedWlPerCell_um: 13.0
  antenna_left: 0
  via_count: 7074
  firstDrtPassIters: 46
  drt-initial-drc-count: 312
  totalWireLength_mm: 17.1
  drcViolationCount: 6
hold_path:
  hold_path.class: "reg2reg"
  whs_path_depth: 0
  worstHoldStart: "u_debounce.BTN_sync_0[0]"
  worst_hold_path_endpoint: "u_debounce.BTN_sync_1[0]"
status:
  failed_checks: "design-rule violations"
  outcome: "complete, but fails checks"
grt:
  globalRoute.totalOverflow: 0
  grt_pass1_wl_mm: 30.7
  vias_in_the_first_global_route: 6655
  initial_antenna_violation_count: 0
  grt_usage: 0.194
  grt_max_degree: 41
placement:
  place.gp.congestion: 0.924
  buffer_ports.inserted: 16
  post_place_setup_slack_ns: 0.169
  dp.final_hpwl_mm: 12.2
cells_and_area:
  fraction_of_final_layout_cells_sized_beyond_drive_strength_1: 0.0822
  synthToLayoutAreaGrowth_pct: 11.0
[synth_stat cells (7+ instances only)]
| library cell | number |
|---|---|
| dfxtp_1 | 133 |
| nor2_1 | 131 |
| nand2_1 | 109 |
| xor2_1 | 64 |
| nand3_1 | 60 |
| o21ai_0 | 51 |
| xnor2_1 | 50 |
| inv_1 | 37 |
| a21oi_1 | 36 |
| ha_1 | 32 |
| clkbuf_1 | 28 |
| edfxtp_1 | 25 |
| and3_1 | 21 |
| nand4_1 | 21 |
| nor3_1 | 19 |
| mux2i_1 | 16 |
| nor2b_1 | 16 |
| dfrtp_1 | 14 |
| and2_1 | 12 |
| nand2b_1 | 11 |
| o211ai_1 | 9 |
| a211oi_1 | 8 |
| and4_1 | 8 |
| a21o_1 | 7 |
| a22oi_1 | 7 |
| nor3b_1 | 7 |
| or3_1 | 7 |
[sequential cells by signal, indices dropped and copies added (netlist names), 3 cells and up]
name,flops
u_clock.automatic_hours,5
u_clock.minutes,6
u_clock.automatic_minutes,6
u_clock.seconds,6
u_debounce.BTN_clean,3
u_debounce.counter_en,3
u_seven_segment.counter,17
u_clock.hours,5
u_seven_segment.anodes,4
u_stopwatch.minutes,8
u_debounce.counter,60
u_clock_divider.counter,27
u_debounce.BTN_sync_0,3
u_debounce.BTN_sync_1,3
u_stopwatch.seconds,6
[cell type report]
| class | instances | area [sq um] |
|---|---|---|
| fillers | 1556 | 7780 |
| multi-input cells | 804 | 5220 |
| flip-flops and latches | 172 | 3760 |
| clock buffers | 22 | 485 |
| repair buffers | 34 | 308 |
| well taps | 229 | 287 |
| inverters | 41 | 154 |
| clock inverters | 10 | 92.6 |
[routing by layer]
metal | part of all wire | track usage | up-vias
met5 | 0 | 0 | -
met2 | 0.44 | 0.303 | 95
li1 | - | - | 3744
met3 | 0.028 | 0.0247 | 18
met1 | 0.52 | 0.306 | 3217
met4 | 0.014 | 0.0284 | 0
[worst max-delay path by stage]
stage / startpoint / endpoint / slack [ns] / cells after the start
CTS: SW[0] / SSEG_CA[3] / 0.17 / 19
global route: SW[0] / SSEG_CA[3] / 0.005 / 19
finish: SW[0] / SSEG_CA[1] / 0.33 / 20
[worst register-to-register path: stages (launching register included)]
cell	delay, ns
dfxtp_1	0.36
ha_1	0.19
and3_1	0.20
and3_1	0.22
and2_1	0.20
inv_1	0.05
nor2_1	0.26
and3_1	0.21
nand2b_1	0.50
nor2_1	0.11
[placed cells by master (no fill, tap or decap), types with 4 or more instances in the layout]
cell type | Yosys | final
dfxtp_1 | 133 | 133
nor2_1 | 131 | 131
nand2_1 | 109 | 109
xor2_1 | 64 | 64
nand3_1 | 60 | 59
o21ai_0 | 51 | 51
xnor2_1 | 50 | 50
inv_1 | 37 | 37
a21oi_1 | 36 | 36
ha_1 | 32 | 32
edfxtp_1 | 25 | 25
nand4_1 | 21 | 21
and3_1 | 21 | 21
nor3_1 | 19 | 19
clkbuf_16 | 0 | 18
buf_4 | 3 | 17
nor2b_1 | 16 | 16
clkdlybuf4s50_1 | 0 | 16
mux2i_1 | 16 | 15
dfrtp_1 | 14 | 14
nand2b_1 | 11 | 11
and2_1 | 12 | 11
o211ai_1 | 9 | 9
and4_1 | 8 | 8
a211oi_1 | 8 | 8
nor3b_1 | 7 | 7
or3_1 | 7 | 7
a21o_1 | 7 | 7
a22oi_1 | 7 | 6
a31oi_1 | 6 | 6
nor4_1 | 6 | 5
a221oi_1 | 5 | 5
o22ai_1 | 5 | 5
mux2_2 | 4 | 4
mux2_4 | 4 | 4
or2_2 | 4 | 4
clkinvlp_4 | 0 | 4
[power by group]
part	total [mW]	leakage (nW)	internal (mW)	switching [mW]
Combinational	0.153	2.17	0.0751	0.0780
Sequential	0.653	1.50	0.642	0.0110
Clock	0.692	0.274	0.430	0.262
Total	1.50	3.95	1.15	0.351
[through the flow]
stage	utilization	area, sq um	std cells
2_1_floorplan	-	9290	1055
3_5_place_dp	0.535	9670	1275
6_report	0.570	10300	1312
4_1_cts	0.567	10200	1307
3_3_place_gp	0.535	9670	1275
5_1_grt	0.570	10300	1312
[cell families after synthesis]
| logic type | share of synthesized area |
|---|---|
| AND-OR/OR-AND | 0.134 |
| XOR/XNOR | 0.108 |
| AND/OR/NAND/NOR | 0.240 |
| buffers and inverters | 0.0360 |
| adder cells (fa/ha/maj) | 0.0442 |
| other | 0.000404 |
| flip-flops | 0.405 |
| multiplexers | 0.0325 |
[repair_timing]
action,in CTS,in global routing
buffers inserted,0,5
endpoints found under the setup margin,0,7
resized,0,6
Power is estimated from default activity; no workload was simulated.
